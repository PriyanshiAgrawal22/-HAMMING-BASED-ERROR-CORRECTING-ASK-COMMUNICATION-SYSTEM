[./config.mk]
export PLATFORM = sky130hd
export DESIGN_NAME = project1
export DESIGN_NICKNAME = project1
export VERILOG_FILES = /design/flow/design.v
export SDC_FILE = /design/flow/constraint.sdc
export NUM_CORES = 4
export LEC_CHECK = 1
export CORE_UTILIZATION = 30
[./constraint.sdc]
current_design project1

set clk_period 4.3
set clk_io_pct 0.2

create_clock -name clk0 -period $clk_period [get_ports {clk}]

set non_clock_inputs [all_inputs -no_clocks]
set_input_delay [expr $clk_period * $clk_io_pct] -clock clk0 $non_clock_inputs
set_output_delay [expr $clk_period * $clk_io_pct] -clock clk0 [all_outputs]
[./design.v]
`timescale 1ns / 1ps
module hamming74en(
input [3:0]data,
output [6:0]o_hammingcode,
output parity
    );
reg p1,p2,p4;
always @(*)
begin
 p1 = data[0]^data[1]^data[3];
 p2 = data[0]^data[2]^data[3];
 p4 = data[1]^data[2]^data[3];
end
assign o_hammingcode = {data[3:1],p4,data[0],p2,p1};
assign parity = ^o_hammingcode;
endmodule
module noise(
input [7:0]data_in,
input [4:0]i_noise,
output [7:0]data_out
    );
reg [6:0]noise;
always @(*) begin 
case(i_noise[2:0])
  default: noise = {i_noise[3],6'b000000};
  3'd0: noise = {i_noise[3],6'b000000};
  3'd1: noise = {i_noise[3],6'b000001};
  3'd2: noise = {i_noise[3],6'b000010};
  3'd3: noise = {i_noise[3],6'b000100};
  3'd4: noise = {i_noise[3],6'b001000};
  3'd5: noise = {i_noise[3],6'b010000};
  3'd6: noise = {i_noise[3],6'b100000};
  3'd7: noise = {6'b100000,i_noise[3]};
endcase
end
assign data_out = data_in ^{i_noise[4],noise[6:0]};
endmodule
module hamming74dec(
input [6:0]data_in,
input i_parity,
output [3:0]data_dec,
output error_1bit,
output error_2bit,
output parity_error
    );
reg p1,p2,p4;
reg [6:0]syndrome;
wire [6:0]out_data;
always @(*) begin 
p1 = data_in[0]^data_in[2]^data_in[4]^data_in[6];
p2 = data_in[1]^data_in[2]^data_in[5]^data_in[6];
p4 = data_in[3]^data_in[4]^data_in[5]^data_in[6];
end
always @(*)begin
case({p4,p2,p1})
default: syndrome = 7'b0;
3'b000: syndrome = 7'b0;
3'b001: syndrome = 7'b0000001;
3'b010: syndrome = 7'b0000010;
3'b011: syndrome = 7'b0000100;
3'b100: syndrome = 7'b0001000;
3'b101: syndrome = 7'b0010000;
3'b110: syndrome = 7'b0100000;
3'b111: syndrome = 7'b1000000;
endcase
end
wire overall_parity;
assign out_data = syndrome^data_in;
assign overall_parity = ^{i_parity,data_in[6:0]};
assign error_1bit = (syndrome!= 7'b0);
assign error_2bit = ((syndrome!=7'b0) && (~overall_parity));
assign parity_error = ((syndrome==7'b0) && (overall_parity));
assign data_dec = {out_data[6:4],out_data[2]};
endmodule
module sinewave(
    input wire clk,
    input wire reset,
    input wire [15:0] freq,
    output reg [7:0] sine_out
);
    reg [15:0] phase_acc;
    wire [3:0] addr;
    reg [7:0] sine_lut [0:15];
    assign addr = phase_acc[15:12];
    initial begin
        sine_lut[ 0] = 8'd128;
        sine_lut[ 1] = 8'd176;
        sine_lut[ 2] = 8'd218;
        sine_lut[ 3] = 8'd245;
        sine_lut[ 4] = 8'd255;
        sine_lut[ 5] = 8'd245;
        sine_lut[ 6] = 8'd218;
        sine_lut[ 7] = 8'd176;
        sine_lut[ 8] = 8'd128;
        sine_lut[ 9] = 8'd80;
        sine_lut[10] = 8'd38;
        sine_lut[11] = 8'd11;
        sine_lut[12] = 8'd0;
        sine_lut[13] = 8'd11;
        sine_lut[14] = 8'd38;
        sine_lut[15] = 8'd80;
    end
    always @(posedge clk or posedge reset) begin
        if (reset)
            phase_acc <= 0;
        else
            phase_acc <= phase_acc + freq;
    end
    always @(posedge clk) begin
        sine_out <= sine_lut[addr];
    end
endmodule
module ask_modulator(
    input  clk,
    input  rst,
    input  data_bit,
    input  start,
    input [15:0]freq,
    output reg [7:0] ask_out,
    output reg done
);
    wire [7:0] sine_value;
    reg active;
    reg [7:0] sample_count;
    parameter SAMPLES_PER_BIT = 128;  
    sinewave rom(clk, rst, freq, sine_value);  
    always @(posedge clk or posedge rst) begin
        if (rst) begin
            ask_out <= 0;
            active <= 0;
            done <= 0;
            sample_count <= 0;
        end else begin
            if (start && !active) begin
                active <= 1;
                done <= 0;
                sample_count <= 0;
            end else if (active) begin
                ask_out <= data_bit ? sine_value : 8'd0;
                sample_count <= sample_count + 1;
                if (sample_count >= SAMPLES_PER_BIT - 1) begin
                    done <= 1;
                    active <= 0;
                    sample_count <= 0;
                end
            end else begin
                done <= 0;
            end
        end
    end
endmodule
module ask_demodulator(
    input clk,
    input  rst,
    input  [7:0] received_signal,
    input  start,
    output reg data_out,
    output reg done
);
 parameter samples=128;
    reg [7:0] counter;
    reg [31:0] i;
    reg active;
    always @(posedge clk or posedge rst) begin
        if (rst) begin
            counter <= 0;
            i <= 0;
            data_out <= 0;
            done <= 0;
            active <= 0;
        end else begin
            if (start && !active) begin
                active <= 1;
                counter <= 0;
                i <= 0;
                done <= 0;
            end else if (active) begin
                if (i < samples) begin
                    if (received_signal> 8'd128)
                        counter <= counter + 1;
                    i <= i + 1;
                end else begin
                    data_out <= (counter > (samples>>2));  
                    done <= 1;
                    active <= 0;
                    i <= 0;
                    counter <= 0;
                end
            end else begin
                done <= 0;
            end
        end
    end
endmodule
module project1(
    input clk,
    input rst,
    input [3:0] sedbec_in,
    input [4:0] noise1,
    input start,
    input [15:0]freq,
    output [3:0] data_o,
    output error1bit,
    output error2bit,
    output errorparity,
    output done
);
    wire [6:0] encoded_o;
    wire enc_parity;
    wire [7:0] noise_o;
    wire [7:0] demodu_o;
    wire [7:0] mod_start, mod_done;
    wire [7:0] demod_start, demod_done;
    wire [7:0] ask_out0, ask_out1, ask_out2, ask_out3;
    wire [7:0] ask_out4, ask_out5, ask_out6, ask_out7;
    reg [2:0] state;
    reg [7:0] mod_start_reg, demod_start_reg;
    reg done_reg;
    localparam IDLE = 3'd0, ENCODE = 3'd1, MODULATE = 3'd2, 
               DEMODULATE = 3'd3, DECODE = 3'd4, DONE = 3'd5;
    hamming74en en(sedbec_in, encoded_o, enc_parity);
    noise noi({enc_parity, encoded_o}, noise1, noise_o);
    ask_modulator a_0(clk, rst, noise_o[0], mod_start[0], freq,ask_out0, mod_done[0]);
    ask_demodulator b_0(clk, rst, ask_out0, demod_start[0], demodu_o[0], demod_done[0]);
    ask_modulator a_1(clk, rst, noise_o[1], mod_start[1], freq,ask_out1, mod_done[1]);
    ask_demodulator b_1(clk, rst, ask_out1, demod_start[1], demodu_o[1], demod_done[1]);
    ask_modulator a_2(clk, rst, noise_o[2], mod_start[2], freq,ask_out2, mod_done[2]);
    ask_demodulator b_2(clk, rst, ask_out2, demod_start[2], demodu_o[2], demod_done[2]);
    ask_modulator a_3(clk, rst, noise_o[3], mod_start[3], freq,ask_out3, mod_done[3]);
    ask_demodulator b_3(clk, rst, ask_out3, demod_start[3], demodu_o[3], demod_done[3]);
    ask_modulator a_4(clk, rst, noise_o[4], mod_start[4], freq,ask_out4, mod_done[4]);
    ask_demodulator b_4(clk, rst, ask_out4, demod_start[4], demodu_o[4], demod_done[4]);
    ask_modulator a_5(clk, rst, noise_o[5], mod_start[5], freq,ask_out5, mod_done[5]);
    ask_demodulator b_5(clk, rst, ask_out5, demod_start[5], demodu_o[5], demod_done[5]);
    ask_modulator a_6(clk, rst, noise_o[6], mod_start[6], freq,ask_out6, mod_done[6]);
    ask_demodulator b_6(clk, rst, ask_out6, demod_start[6], demodu_o[6], demod_done[6]);
    ask_modulator a_7(clk, rst, noise_o[7], mod_start[7], freq,ask_out7, mod_done[7]);
    ask_demodulator b_7(clk, rst, ask_out7, demod_start[7], demodu_o[7], demod_done[7]);
    assign mod_start = mod_start_reg;
    assign demod_start = demod_start_reg;
    assign done = done_reg;
    always @(posedge clk or posedge rst) begin
        if (rst) begin
            state <= IDLE;
            mod_start_reg <= 8'h00;
            demod_start_reg <= 8'h00;
            done_reg <= 0;
        end else begin
            case (state)
                IDLE: begin
                    done_reg <= 0;  
                    if (start) begin
                        state <= ENCODE;
                    end
                end
                ENCODE: begin
                    state <= MODULATE;
                    mod_start_reg <= 8'hFF;  
                end
                MODULATE: begin
                    if (mod_start_reg != 8'h00) begin
                        mod_start_reg <= 8'h00;  
                    end else if (&mod_done) begin  
                        state <= DEMODULATE;
                        demod_start_reg <= 8'hFF;  
                    end
                end
                DEMODULATE: begin
                    if (demod_start_reg != 8'h00) begin
                        demod_start_reg <= 8'h00;  
                    end else if (&demod_done) begin  
                        state <= DECODE;
                    end
                end
                DECODE: begin
                    state <= DONE;
                    done_reg <= 1;
                end
                DONE: begin
                    if (!start) begin
                        state <= IDLE;
                        done_reg <= 0;
                    end
                end
            endcase
        end
    end
    hamming74dec dec(demodu_o[6:0], demodu_o[7], data_o, error1bit, error2bit, errorparity);
endmodule
[./run.sh]
#!/bin/bash
# OpenROAD 26Q1-2900-gdf79404cd8, Yosys 0.63+post, stock flow scripts
make -C /OpenROAD-flow-scripts/flow DESIGN_CONFIG=/design/flow/config.mk WORK_HOME=/design/flow/orfs finish
==> flow_summary_export.csv <==
group,metric,value,unit
run_status,run_status,"complete, no violations",
worst_setup_path,worstPathCellList,"xnor2_1 -> xor2_1 -> nand2_1 -> nor2_1 -> xor2_1 -> clkdlybuf4s50_1",
cells_and_area,fin_area,37500,sq um
worst_setup_path,crit_family,"XOR/XNOR gates",
final_timing,fin_crit_sh,86.52,%
yosys,ys_cells,3240,
hold_path,hp-class,"reg -> reg",
yosys,yosysMostFrequentCell,"dfrtp_1",
route,drc,0,
final_timing,rsz0062_at_grt,"no",
yosys,syn_avg_cell_area,10.20,sq um
yosys,yosys_warnings,7,
route,via_per_inst,4.781,
die,die_area,111500,sq um
route,wirelength,63.82,mm
yosys,ys.flops,689,
yosys,yosys_area,33050,sq um
global_route,antenna_found_initial,8,
job,drv_cap,0,
worst_setup_path,critPathMaxFanout,4,
power_and_ir_drop,p_leak,0.01712,uW
final_timing,finClkSkew,0.02921,ns
clocking,path_clk_slew,0.06,ns
yosys,async_reset_ff_share,90.71,%
worst_setup_path,start_kind,"flop",
worst_setup_path,cp.arrival,2.86,ns
yosys,synth_top_area_share,47.25,%
final_timing,worstMarginPinSlew,0.9013,ns
global_route,globalRouteOverflowTotal,0,
final_timing,slew_headroom,39.69,%
route,wl_per_cell,13.40,um
route,drt_first_iter_violations,1421,
final_timing,min_period,3.720,ns
job,openroad.warnings,88,
yosys,flop_cell,"dfrtp_1",
final_timing,clock.fmax,0.2688,GHz
place,gp_congestion,0.8229,
worst_setup_path,rrSetupSlack,1.96,ns
final_timing,finalSetupViolations,0,
global_route,first_global_vias,21470,
worst_setup_path,slowest_delay,0.56,ns
clocking,post-cts-setup-buffer-count,0,
final_timing,fin_setup_tns,0,ns
place,place_hpwl,42.28,mm
clocking,cts_root_buf,"clkbuf_16",
clocking,cts_tree,"yes",
die,boundaryPins,36,
cells_and_area,synthToLayoutAreaGrowth,13.47,%
yosys,synth_cells,3240,
die,die_w,333.9,um
clocking,h-tree-depth,3,
yosys,postSynthSeqShare,51.21,%
route,ant_nets,0,
worst_setup_path,slowest_stage,"xnor2_1",
final_timing,setup_slack,0.5796,ns
global_route,grt_max_degree,117,
clocking,cts_max_path_buffers,3,
die,core_area,109000,sq um
power_and_ir_drop,ir_worst_vdd,457.8,uV
yosys,top_area_cell,"dfrtp_1",
clocking,cts_sinks,689,
clocking,post_cts_resized,0,
worst_setup_path,critPathRequiredTime,3.44,ns
worst_setup_path,path_buffers,1,
worst_setup_path,crit_type,"reg -> out",
yosys,synth_area,33050,sq um
clocking,hold_buffers,0,
yosys,topCellsByArea,"dfrtp_1 47%, ha_1 7.9%, o21ai_0 5.8%",
cells_and_area,drive_gt1_share,6.186,%
yosys,yosysUniqueCellTypes,91,
global_route,track_usage,12.02,%
final_timing,hold-worst-slack,0.4346,ns
yosys,synth-edff-count,0,
place,dp_slack,0.6463,ns
route,via_count,22760,
die,rows,121,
clocking,numCtsBuffers,70,
final_timing,hold_viol,0,
cells_and_area,utilization,34.40,%
place,place_area,35120,sq um
worst_setup_path,crit_path_end_kind,"primary output",
die,die_h,333.9,um
worst_setup_path,path_common_cell,"xor2_1",
clocking,clock_latency,0.63,ns
place,io_buffer_count,35,
global_route,grt_pass1_wl,109.0,mm
route,drtPass1Iterations,5,
final_timing,slew_violations,0,
yosys,top_cells_by_count,"624 x dfrtp_1, 380 x o21ai_0, 307 x nand2_1, 208 x ha_1, 200 x and2_1",
die,fp_util,30.32,%
power_and_ir_drop,power_density,590.6,nW/um^2
[placed cells by master (no fill, tap or decap), types with 74 or more instances in the layout]
cell	netlist	final
and2_1	200	200
nor2_1	169	169
clkbuf_16	0	74
nand2_1	307	307
dfrtp_1	624	624
a21oi_1	139	139
ha_1	208	208
inv_1	159	158
xnor2_1	94	94
nand3_1	96	96
o21ai_0	380	380
[area by class of cell]
cell class,instances,area [sq um]
Multi-Input combinational cell,2300,15140
Tap cell,1414,1769
Antenna cell,1,2.502
Clock inverter,27,305.3
Inverter,160,604.3
Sequential cell,689,16920
Timing Repair Buffer,69,680.7
Clock buffer,101,2073
Fill cell,10670,71500
[worst reg2reg max path, delay by kind of cell (launching register included)]
| kind | cells | cell delay (ns) |
|---|---|---|
| and+or+nand+nor | 2 | 0.61 |
| DFF | 1 | 0.36 |
| adders and majority gates | 2 | 0.62 |
| AOI/OAI and AO/OA | 4 | 0.69 |
[metal layers]
metal / vias up / track usage [%] / part of all wire [%]
li1: 11590 / - / -
met1: 10770 / 19.83 / 53
met2: 297 / 16.39 / 40
met3: 94 / 2.757 / 5.0
met4: 10 / 2.313 / 2.1
met5: - / 0 / 0.067
[logic make-up (layout without fill, tap and decap cells)]
kind of cell             count (synthesis)  in the layout  synth area share [%]
multiplexers                            28             28                 1.030
AND/OR/NAND/NOR                       1037           1037                 16.05
adder cells (fa/ha/maj)                216            216                 8.360
flip-flops                             689            689                 51.21
buffers and inverters                  251            357                 2.972
other                                    0              1                     0
AND-OR/OR-AND                          860            860                 16.16
XOR/XNOR                               159            159                 4.214
[through the flow]
step                      power, uW  cells
after floorplan               14570   3240
after global placement        15980   4632
after CTS                     22420   4760
after global routing          23880   4760
after detailed placement      16020   4632
final                         22150   4761
[final timing paths]
path                                 startpoint                    end  cells after the start
max in group asynchronous                   rst   a_0.rom.phase_acc[1]                      3
min in group asynchronous                   rst               b_5.i[5]                      2
max reg2reg                a_0.rom.phase_acc[0]  a_0.rom.phase_acc[12]                      8
min reg2reg                 a_2.rom.sine_out[0]         a_2.ask_out[0]                      2
min                         a_2.rom.sine_out[0]         a_2.ask_out[0]                      2
max                                b_4.data_out              data_o[1]                      6
[where the power goes]
part / switching (uW) / total (uW) / internal (uW)
Combinational: 3800 / 7020 / 3220
Sequential: 1020 / 8910 / 7890
Clock: 2590 / 6220 / 3630
Total: 7410 / 22100 / 14700
Power is estimated from default activity; no workload was simulated.
